**/design/flow/design.v**
```verilog
module alarm(
  input[6:0]   tmin,
               amin,
			   thrs,
			   ahrs,						 
  output logic buzz
);
  always_comb
    buzz = tmin==amin && thrs==ahrs;
endmodule
module ct_mod_N #(parameter N=60)(
  input clk, rst, 
        en,			  
  output logic[6:0] ct_out,
  output logic      z);
  always_ff @(posedge clk)	 begin :clk_loop
    if(rst)	begin :reset_loop
	  ct_out <= 0;
	end			  :reset_loop
	else if(en)	begin
	  ct_out <= (ct_out+1)%N;	   
    end
  end	  :clk_loop
  always_comb begin z = ct_out==(N-1); end   
endmodule
module lcd_int(
  input[6:0] bin_in,
  output logic [6:0] Segment1,
                     Segment0);
  logic[3:0] bin0;
  assign bin0 = bin_in % 10;   
  logic[3:0] bin1;
  assign bin1 = bin_in/10;
  always_comb case(bin0) 
    4'b0000 : Segment0 = 7'h7E;
    4'b0001 : Segment0 = 7'h30;
    4'b0010 : Segment0 = 7'h6D;				  
    4'b0011 : Segment0 = 7'h79;				  
    4'b0100 : Segment0 = 7'h33;          	  
    4'b0101 : Segment0 = 7'h5B;
    4'b0110 : Segment0 = 7'h5F;
    4'b0111 : Segment0 = 7'h70;
    4'b1000 : Segment0 = 7'h7F;
    4'b1001 : Segment0 = 7'h7B;
	default : Segment0 = 7'h00;
  endcase
    always_comb case(bin1) 
    4'b0000 : Segment1 = 7'h7E;
    4'b0001 : Segment1 = 7'h30;
    4'b0010 : Segment1 = 7'h6D;
    4'b0011 : Segment1 = 7'h79;
    4'b0100 : Segment1 = 7'h33;          
    4'b0101 : Segment1 = 7'h5B;
    4'b0110 : Segment1 = 7'h5F;
    4'b0111 : Segment1 = 7'h70;
    4'b1000 : Segment1 = 7'h7F;
    4'b1001 : Segment1 = 7'h7B;
	default : Segment1 = 7'h00;
  endcase
endmodule
module struct_diag #(parameter NS=60, NH=24)(
  input Reset,
        Timeset, 	   
        Alarmset,	   
		Minadv,
		Hrsadv,
		Alarmon,
		Pulse,		   
  output [6:0] S1disp, S0disp, 	    
               M1disp, M0disp, 
               H1disp, H0disp,
  output logic Buzz);	            
  logic[6:0] TSec, TMin, THrs,      
             AMin, AHrs;		    
  logic[6:0] Min, Hrs;
  logic Szero, Mzero, Hzero, 	    
        TMen, THen, AMen, AHen;   
always_comb begin
  if( Timeset == 1 && Alarmset == 0 ) begin
    TMen = Minadv; 
    THen = Hrsadv;
    Min = TMin;
    Hrs = THrs;
    AMen = 0;
    AHen = 0;
  end
  else if( (Timeset == 0 && Alarmset == 0) || (Timeset == 1 && Alarmset == 1) )begin 
    TMen = Szero; 
    THen = Mzero && Szero;
    Min = TMin;
    Hrs = THrs;
    AMen = 0;
    AHen = 0;
  end
  else begin
    TMen = 0;
    THen = 0;
    AMen = Minadv;
    AHen = Hrsadv;
    Min = AMin;
    Hrs = AHrs;
  end
end
  ct_mod_N #(.N(NS)) Sct(
    .clk(Pulse), .rst(Reset), .en(!Timeset), 
    .ct_out(TSec), .z(Szero)
    );
  ct_mod_N #(.N(NS)) Mct(
    .clk(Pulse), .rst(Reset), .en(TMen), .ct_out(TMin), .z(Mzero)
    );
  ct_mod_N #(.N(NH)) Hct(
	.clk(Pulse), .rst(Reset), .en(THen), .ct_out(THrs), .z(Hzero)
    );
  ct_mod_N #(.N(NS)) Mreg(
    .clk(Pulse), .rst(Reset), .en(AMen), 
    .ct_out(AMin), .z()
    ); 
  ct_mod_N #(.N(NH)) Hreg(
    .clk(Pulse), .rst(Reset), .en(AHen), .ct_out(AHrs), .z()
    ); 
  lcd_int Sdisp(
    .bin_in    (TSec)  ,
	.Segment1  (S1disp),
	.Segment0  (S0disp)
	);
  lcd_int Mdisp(
    .bin_in    (Min),
	  .Segment1  ( M1disp  ),
	.Segment0  ( M0disp  )
	);
  lcd_int Hdisp(
    .bin_in    (Hrs),
	.Segment1  ( H1disp  ),
	.Segment0  ( H0disp  )
	);
  alarm a1(
    .tmin(TMin), .amin(AMin), .thrs(THrs), .ahrs(AHrs), .buzz(Buzz)
	);
endmodule
```
**/design/flow/run.sh**
```bash
#!/bin/bash
# OpenROAD 26Q1-2900-gdf79404cd8, Yosys 0.63+post, stock flow scripts
make -C /OpenROAD-flow-scripts/flow DESIGN_CONFIG=/design/flow/config.mk WORK_HOME=/design/flow/orfs finish
```
**/design/flow/config.mk**
```make
export PLATFORM = sky130hd
export DESIGN_NAME = struct_diag
export DESIGN_NICKNAME = struct_diag
export VERILOG_FILES = /design/flow/design.v
export SDC_FILE = /design/flow/constraint.sdc
export NUM_CORES = 4
export LEC_CHECK = 1
export CORE_UTILIZATION = 40
```
**/design/flow/constraint.sdc**
```tcl
current_design struct_diag

set clk_period 12.3
set clk_io_pct 0.2

create_clock -name clk0 -period $clk_period [get_ports {Pulse}]

set non_clock_inputs [all_inputs -no_clocks]
set_input_delay [expr $clk_period * $clk_io_pct] -clock clk0 $non_clock_inputs
set_output_delay [expr $clk_period * $clk_io_pct] -clock clk0 [all_outputs]
```
==> flow_summary_export.csv <==
group,metric,value,unit
outcome,status,"finished clean",
final_timing,finalSetupViolations,0,
routing,vias,6082,
cells_and_area,layout-drive-gt1-share,8.970,%
cts,cts_max_level,2,
pwr,leakage,2.906,nW
final_timing,worstMarginPinSlew,0.8365,ns
final_timing,finalClockSkew,0.007545,ns
logic_synthesis,ys_types,105,
cts,cts_hold_buf,0,
cts,clkLatencyLatePin,0.28,ns
floorplan,die_x,128.9,µm
grt,grt.total_usage,18.04,%
cts,clockRootBuffer,"clkbuf_16",
routing,dr.pass1.iters,7,
logic_synthesis,ys_area,6437,µm²
routing,drtAntennaViolNets,0,
critical_path,criticalPathCategory,"in -> out",
critical_path,reg2reg_from,"Hreg.ct_out[1]",
logic_synthesis,async_flop_share,0,%
grt,grt-ovfl-total,0,
floorplan,pin_count,50,
pwr,ir_drop,0.00005348,V
critical_path,cp-start-kind,"input port",
cells_and_area,area_growth,10.83,%
logic_synthesis,edf_count,0,
min_path,min-delay-start,"Hct.ct_out[1]",
final_timing,period_used_share,92.77,%
logic_synthesis,postSynthAreaPerCell,7.217,µm²
routing,drt_iter0_drc,373,
routing,avgRoutedWirePerCell,12.97,µm
critical_path,critPathRequiredTime,9.84,ns
grt,antenna_found_initial,0,
final_timing,setup_slack,0.8891,ns
final_timing,fmax,87.64,MHz
final_timing,slew_headroom,44.03,%
cts,numCtsBuffers,5,
routing,drcViolationCount,0,
critical_path,r2r_slack,8.97,ns
logic_synthesis,ys_warn_count,5,
routing,viasPerCell,5.435,
logic_synthesis,ys_seq_share,10.88,%
routing,antenna_cells,0,
pwr,power.density,74.04,nW/µm²
cts,cts_setup_buffers,0,
final_timing,slew_viol_final,0,
cts,clk_pin_slew_worst_paths,0.06,ns
final_timing,hold_viol,0,
critical_path,cp_max_fo,16,
grt,grt_pass1_wl,24.96,mm
floorplan,rows,46,
critical_path,worstSetupEndpointType,"output pin",
critical_path,critPathArrivalTime,8.95,ns
floorplan,die_area,16600,µm²
logic_synthesis,ff_type,"dfxtp_1",
critical_path,r2r_end,"Hreg.ct_out[4]",
cts,cts_tree,"built",
logic_synthesis,synth-seq-cells,35,
floorplan,core,15770,µm²
grt,first_global_vias,5339,
critical_path,reg2regPathDepth,14,
floorplan,dieHeight,128.9,µm
logic_synthesis,synth_area,6437,µm²
final_timing,finalSetupTns,0,ns
cts,cts_sinks,35,
min_path,whs_endpoint,"Hct.ct_out[1]",
place,gp_congestion,0.8676,
grt,grt_max_degree,36,
cts,cts_buffer_depth,2,
place,pre_cts_ws,0.8439,ns
routing,wirelength,14.51,mm
pwr,total_power,0.0005282,W
final_timing,min_period,11.41,ns
floorplan,initCoreUtil,40.82,%
place,io_buffers,48,
final_timing,rsz0062_at_grt,"no",
job,maxCapViolCount,0,
cells_and_area,layout.cells.most_common,"nor2_1",
cells_and_area,lay_top_cells,"nor2_1, nand2_1, ha_1",
logic_synthesis,synth_cells,892,
cts,post_cts_resized,0,
job,warnings,64,
min_path,min_path_cells,2,
min_path,worstHoldPathType,"reg -> reg",
place,hpwl,11.09,mm
logic_synthesis,ys_cells,892,
## metrics by stage
stage	hold WS [ns]	cell area, µm²	util [%]	std cells
6_report	0.5954	7134	45.24	1119
5_1_grt	0.6262	7134	45.24	1119
4_1_cts	0.5955	7134	45.24	1119
3_5_place_dp	0.5843	6989	44.32	1111
3_3_place_gp	0.5742	6989	44.32	1111
2_1_floorplan	0.5204	6437	-	892
## where the power goes
group          switching (W)  total (W)  internal, W
Sequential         0.0000123   0.000130     0.000117
Combinational       0.000127   0.000276     0.000149
Clock              0.0000482   0.000123    0.0000745
Total               0.000187   0.000528     0.000341
## how the worst max path moves through the flow
stage | start | cells after the start | to | slack (ns)
global route | Alarmset | 28 | H0disp[2] | 0.35
CTS | Timeset | 26 | H0disp[2] | 0.85
finish | Timeset | 27 | H0disp[2] | 0.89
## synthesized netlist by cell type (7+ instances only)
master	number	area share, %
dfxtp_1	35	11
o21ai_0	56	4.4
nand2_1	80	4.7
and3_1	7	0.68
clkbuf_1	37	2.2
o211ai_1	7	0.82
xor2_1	23	3.1
nand2b_1	10	0.97
nor2_1	90	5.2
and2_1	12	1.2
nand3_1	35	2.7
inv_1	58	3.4
mux2_2	9	1.6
ha_1	62	12
xnor2_1	34	4.6
buf_6	7	1.2
nor2b_1	13	1.3
a21oi_1	57	4.4
o21ai_1	9	0.70
a31oi_1	13	1.3
mux2i_1	18	2.8
a211oi_1	14	1.6
nor3_1	20	1.6
## flip-flops by register name (all words and copies together) (netlist names)
register	flops
Mreg.ct_out	7
Sct.ct_out	7
Mct.ct_out	7
Hct.ct_out	7
Hreg.ct_out	7
## worst max-delay path, stage by stage
cell and delay [ns]:
clkdlybuf4s50_1 0.46, ha_1 0.44, buf_4 0.24, o21ai_1 0.22, and2_1 0.34, inv_1 0.08, ha_1 0.35, a211oi_4 0.34
o22a_1 0.29, nand3_1 0.13, nand2_1 0.11, inv_1 0.06, ha_1 0.22, o21a_1 0.13, o221ai_1 0.10, nand2_1 0.13
nor4_4 0.44, mux2_2 0.51, a21boi_4 0.38, xnor2_1 0.26, ha_1 0.27, nand2_1 0.05, o21ai_0 0.07, a22o_1 0.15
a21oi_1 0.04, o2bb2ai_1 0.19, clkdlybuf4s50_1 0.48
## routing by layer
| layer | global-route usage, % | share of wire, % | vias to the layer above |
|---|---|---|---|
| li1 | - | - | 3228 |
| met1 | 27.23 | 52 | 2753 |
| met2 | 29.19 | 45 | 91 |
| met3 | 1.398 | 2.6 | 10 |
| met4 | 1.730 | 0.68 | 0 |
| met5 | 0 | 0 | - |
## cell type report
class,count,area [µm²]
Inverter,62,235.2
Timing Repair Buffer,58,555.5
Tap cell,216,270.3
Clock inverter,3,20.02
Fill cell,1618,8636
Clock buffer,5,125.1
Sequential cell,35,700.7
Multi-Input combinational cell,740,5228
## cell families (layout without fill, tap and decap cells)
| kind of cell | after synthesis | count (layout) | synth area share, % |
|---|---|---|---|
| flip-flops | 35 | 35 | 10.88 |
| adder cells (fa/ha/maj) | 65 | 65 | 12.52 |
| multiplexers | 31 | 31 | 5.656 |
| AND/OR/NAND/NOR | 319 | 319 | 24.70 |
| buffers and inverters | 117 | 128 | 7.911 |
| XOR/XNOR | 60 | 60 | 8.688 |
| AND-OR/OR-AND | 265 | 265 | 29.64 |
Power figures rest on the tool's default switching activity, not on a simulated workload.
