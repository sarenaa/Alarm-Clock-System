### flow/config.mk
export PLATFORM = sky130hd
export DESIGN_NAME = ct_mod_d
export DESIGN_NICKNAME = ct_mod_d
export VERILOG_FILES = /design/flow/design.v
export SDC_FILE = /design/flow/constraint.sdc
export NUM_CORES = 4
export LEC_CHECK = 1
export CORE_AREA = 10 10 93 93
export DIE_AREA = 0 0 103 103
### flow/constraint.sdc
current_design ct_mod_d

set clk_period 5.8
set clk_io_pct 0.2

create_clock -name clk0 -period $clk_period [get_ports {clk}]

set non_clock_inputs [all_inputs -no_clocks]
set_input_delay [expr $clk_period * $clk_io_pct] -clock clk0 $non_clock_inputs
set_output_delay [expr $clk_period * $clk_io_pct] -clock clk0 [all_outputs]
### flow/design.v
 module ct_mod_d (
  input             clk, 
                    rst, 
                    en,
  input logic [6:0] TMonth,
  output logic[6:0] ct_out,
  output logic      z);
  logic [6:0] next_ct;
   always_ff @(posedge clk)      
     ct_out <= next_ct;    
   always_comb 	                 
     if(rst) 
	   next_ct = 0;
	 else if(en)
        if (TMonth == 1)
	   next_ct = (ct_out + 1)%28;
        else if (TMonth == 3 || TMonth == 5 || TMonth == 8 || TMonth == 10)
        next_ct = (ct_out + 1)%30;
        else 
        next_ct = (ct_out + 1)%31;
	 else 
	   next_ct = ct_out; 
  always_comb 
  if (TMonth == 1) 
  z = ct_out==(28-1);    
  else if (TMonth == 3 || TMonth == 5 || TMonth == 8 || TMonth == 10)
  z = ct_out==(30-1);
  else 
  z= ct_out==(31-1);
endmodule
### flow/run.sh
#!/bin/bash
# OpenROAD 26Q1-2900-gdf79404cd8, Yosys 0.63+post, stock flow scripts
make -C /OpenROAD-flow-scripts/flow DESIGN_CONFIG=/design/flow/config.mk WORK_HOME=/design/flow/orfs finish
==> results.txt <==
The synthesis and PnR run went through. In this run, post-CTS hold repair placed 0 buffers. Complex-gate fraction of the synthesized area landed at between 20% and 30%. Number of hold violations in the final report landed at 0. Antenna violation net count after detailed routing landed at 0. The main area contributors are dfxtp_1, ha_1, nand3_1.

Flip-flop count of the largest register after layout landed at 7. Clock tree synthesis inserted a total of 3 buffers. Largest clock skew in the final design landed at ~0.0046 ns. Initial antenna violation count landed at 0. Placer congestion estimate landed at roughly 0.87.

The buffer_ports step reported a buffer count of 17. Worst path arrival time landed at 5.66 ns. Counting flops per register, the top entry is ct_out. Actual slew at the worst max-slew pin landed at 0.490 ns. Looking at the clock tree report, the H-tree level count equals 1. The synthesis report names the predominant flop master as dfxtp_1. The detailed router finished its first iteration with 61 violations. Final cell count without fillers landed at 290. The area recorded from the Yosys report for this design is 1440 µm². Per the slew report, the remaining headroom to the max-slew limit stands at 66.9%. Number of flops mapped to enable cells by yosys landed at 0. Antenna cell count landed at 0. Count of final setup violators landed at 0. The number of maximum-capacitance violations recorded for the run is 0.

The synthesized netlist occupies a cell area of 1440 µm². Per the detailed-route log, wirelength across all metal layers totals approximately 3.9 mm. XOR/XNOR share of the synthesized area landed at roughly a tenth.

Power density over the cells landed at 139 nW/µm². Number of global-route vias before repair landed at 1,407. The number of different library cells used by synthesis comes to 68. After synthesis, flip-flops and latches occupy 9.74% of the total area. Async set or reset register ratio after synthesis landed at 0%. Maximum buffer depth of the clock tree landed at 2.

Maximum frequency from static timing analysis landed at 181 MHz. Number of sinks driven by the clock tree landed at 7. Number of remaining DRC errors landed at 0. Area share of the leading cell type in the synthesized netlist landed at 9.74%. The first global-routing pass estimated 6.26 mm of wire. Final HPWL from detailed placement landed at 3.16 mm. In this run the vertical extent of the chip is 103 µm. OpenROAD emitted warnings numbering 28. Pins over their slew limit in the final report were tallied at 0. Among all cell types in the netlist, the one instantiated most often is nand3_1. Of the combinational cells, the family taking the most area is simple AND/OR/NAND/NOR gates. The area growth from synthesis to layout is 35.9%. Combined global-route utilization of all metal layers landed at 7.26%. The synthesized design contains 7 register bits.

Standard cell core area landed at 6760 µm². Before antenna repair, the detailed router went through 4 iterations. For this run, the number of Yosys warnings is 1. The chip occupies 10,600 µm². In the final layout, the registers with the most flip-flops are ct_out: 7 flops.

Simple-gate share of the synthesized area landed at between 30 and 40%. Entering global routing, the biggest net connects 17 pins. Maximum ir drop on the vdd rail landed at 197 µV. Before placement the cells fill 21.3% of the core. Clock slew at the register clock pins of the worst setup and hold paths landed at 0.04 ns.

The synthesis run shows the most used standard cells to be nand3_1, nor2_1, ha_1. Counting every instance in the synthesized netlist gives 173. Reported leakage power landed at 0.740 nW. Post-route period utilization is reported as 95.0%.

For this run, the detailed router reports a per-instance via density of just under 5. By startpoint and endpoint, the worst setup path is classified as in -> reg. The biggest area contributor in the post-synthesis netlist is dfxtp_1.

Setup repair after global routing left no endpoint under its margin. Largest fanout of any net on the critical path landed at 6. Total grt overflow landed at 0. Measured along the x axis, the die boundary spans 103 µm. Average detailed-routed wire length per instance landed at 13.4 µm. Number of cells after detailed placement landed at 285.

The worst setup path is launched from an input pin. STA reports the tightest min-delay check as being of type reg -> reg. The initialized floorplan defines 30 standard-cell rows.

For the worst setup path, the data required time is 5.95 ns. The run finished with clean final reports. Via total after detailed routing landed at between 1,000 and 1,500.

For reference, the mux area share after synthesis is 1.48%. After filler insertion, the fill cell instance count of the layout stands at 720. Synthesized area per cell landed at slightly above 8 µm².

Top-level port count landed at 18. Looking at the clock tree report, the root buffer type is clkbuf_8. Final critical path time including I/O delays and setup landed at 5.51 ns. The cell-mix breakdown from Yosys lists the adder-cell area share as between 10% and 20%.

Yosys stat counts 173 cells in the synthesized netlist. Per the final layout report, the fraction of cells sized above drive strength 1 comes to between 20% and 30%. Overall power of the completed layout landed at 0.272 mW. The worst setup path is captured at a flop.

Clock latency on the worst-skew pair landed at roughly 0.23 ns. TritonCTS built the clock tree.
## final timing paths
| check | from | slack (ns) | cells past startpoint | endpoint |
|---|---|---|---|---|
| setup / recovery | TMonth[5] | 0.29 | 23 | ct_out[0]$_SDFFE_PP0P_ |
| setup reg to reg | ct_out[0]$_SDFFE_PP0P_ | 1.14 | 20 | ct_out[0]$_SDFFE_PP0P_ |
| hold reg to reg | ct_out[5]$_SDFFE_PP0P_ | 0.65 | 2 | ct_out[5]$_SDFFE_PP0P_ |
| hold / removal | ct_out[5]$_SDFFE_PP0P_ | 0.65 | 2 | ct_out[5]$_SDFFE_PP0P_ |
## worst max-delay path, stage by stage
cell and delay (ns):
clkdlybuf4s50_1 0.40, or3_4 0.40, nor4_4 0.18, inv_2 0.07, o21ai_2 0.07, ha_1 0.26, or2_1 0.26, a21oi_2 0.17
nor2_2 0.06, a21o_4 0.23, mux2i_4 0.18, ha_1 0.31, o21ai_2 0.06, nand2b_1 0.13, a32oi_4 0.12, buf_4 0.17
a21oi_4 0.17, inv_1 0.06, ha_1 0.31, a21boi_2 0.22, a21oi_4 0.07, or4b_1 0.47, a31oi_1 0.13
## kinds of logic (layout without fill, tap and decap cells)
logic type,after synthesis,in the layout
flops,7,7
simple gates,75,75
mux,2,2
fa+ha+maj,11,11
compound gates,47,47
xor+xnor,14,14
buf+inv,17,54
## routing by layer
layer  up-vias  GRT usage, %  routed length [µm]
met3         4          1.42                 103
met1       678          8.38                1710
met2        18          13.4                2000
li1        734             -                   -
met5         -             0                   0
met4         0          1.71                  74
## cell type report
cell class / count / area [µm²] / share of cell area [%]
Clock buffer: 4 / 45.0 / 2.30
Multi-Input combinational cell: 149 / 1290 / 66.0
Timing Repair Buffer: 40 / 343 / 17.5
Inverter: 10 / 37.5 / 1.92
Tap cell: 80 / 100 / 5.12
Sequential cell: 7 / 140 / 7.17
## repair_timing
item / in CTS / in global routing
gates resized: 0 / 5
setup endpoints to repair: 0 / 5
endpoints found under the hold margin: 0 / 0
buffers inserted: 0 / 1
## layout by cell type (no fill, tap or decap), types with 4 or more instances in the layout
| master | instances |
|---|---|
| buf_4 | 23 |
| clkdlybuf4s50_1 | 17 |
| nand3_1 | 14 |
| nor2_1 | 10 |
| ha_1 | 10 |
| inv_1 | 8 |
| xnor2_1 | 7 |
| a21oi_1 | 7 |
| dfxtp_1 | 7 |
| nand2b_1 | 6 |
| and2_1 | 5 |
| nor2b_1 | 5 |
| nand2_1 | 5 |
| xor2_1 | 4 |
## per-stage QoR
step / worst slack (ns) / setup TNS [ns] / instance area (µm²) / utilization, % / hold WS (ns)
2_1_floorplan: 0.0481 / 0 / 1480 / - / 0.548
3_5_place_dp: -0.140 / -0.455 / 1880 / 27.8 / 0.642
4_1_cts: 0.0838 / 0 / 1920 / 28.4 / 0.647
3_3_place_gp: -0.106 / -0.274 / 1880 / 27.8 / 0.635
5_1_grt: 0.0113 / 0 / 1960 / 28.9 / 0.671
6_report: 0.287 / 0 / 1960 / 28.9 / 0.651
## power by group
group / internal (mW) / total, mW / switching (mW)
clock: 0.0474 / 0.0667 / 0.0193
sequential: 0.0523 / 0.0654 / 0.0131
combinational: 0.0731 / 0.140 / 0.0666
total: 0.173 / 0.272 / 0.0990
Power and IR drop assume default switching activity.
